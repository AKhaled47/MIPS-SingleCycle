==> ./config.mk <==
export PLATFORM = sky130hd
export DESIGN_NAME = top_module
export DESIGN_NICKNAME = top_module
export VERILOG_FILES = /design/flow/design.v
export SDC_FILE = /design/flow/constraint.sdc
export NUM_CORES = 4
export LEC_CHECK = 1
export CORE_UTILIZATION = 40
==> ./constraint.sdc <==
current_design top_module

set clk_period 20.7
set clk_io_pct 0.2

create_clock -name clk0 -period $clk_period [get_ports {clk}]

set non_clock_inputs [all_inputs -no_clocks]
set_input_delay [expr $clk_period * $clk_io_pct] -clock clk0 $non_clock_inputs
set_output_delay [expr $clk_period * $clk_io_pct] -clock clk0 [all_outputs]
==> ./run.sh <==
#!/bin/bash
# OpenROAD 26Q1-2900-gdf79404cd8, Yosys 0.63+post, stock flow scripts
make -C /OpenROAD-flow-scripts/flow DESIGN_CONFIG=/design/flow/config.mk WORK_HOME=/design/flow/orfs finish
==> ./design.v <==
module ALU (
    input [31:0] SRCA,SCRB,
    input [2:0] ALUControl,
    output zero,
    output reg signed [31:0] ALUResult
);
always @(*) begin
          ALUResult=0; 
case (ALUControl)
    3'b000 : 
        ALUResult = SRCA & SCRB; 
    3'b001 : 
        ALUResult = SRCA | SCRB; 
    3'b010 : 
        ALUResult = SRCA + SCRB; 
    3'b110 : 
        ALUResult = SRCA - SCRB; 
    3'b111 : 
        ALUResult = (SRCA < SCRB) ? 1:0; 
    default:
        ALUResult=0; 
endcase
end
assign zero = (ALUResult==0) ? 1:0;
endmodule
module ALU_Decoder (
    input [5:0] Funct,
    input [1:0] ALUOp,
    output reg [2:0] ALUControl
);
always @(*) begin
    ALUControl=3'b000;
    casex (ALUOp)
       2'b00 : 
       ALUControl=3'b010;
       2'bx1:
       ALUControl=3'b110;
       2'b1x:
       begin
        case (Funct)
              6'b100000 :
              ALUControl=3'b010;
               6'b100010 :
              ALUControl=3'b110;
               6'b100100 :
              ALUControl=3'b000;
               6'b100101 :
              ALUControl=3'b001;
               6'b101010 :
              ALUControl=3'b111;
            default: 
              ALUControl=3'b000;
        endcase
       end
        default: 
         ALUControl=3'b000;
    endcase
end
endmodule
module Contol_unit (
    input [5:0] Opcode,
    input [5:0] Funct,
    output  MemtoReg,MemWrite,Branch,ALUSrc,RegDst,RegWrite,jump,
    output  [2:0] ALUControl
);
wire [1:0] ALUOp;
main_decoder u1 (Opcode,MemtoReg,MemWrite,Branch,ALUSrc,RegDst,RegWrite,jump,ALUOp);
ALU_Decoder u2 (Funct,ALUOp,ALUControl);
endmodule
module Data_Memory (
input [31:0] A, WD,
input WE ,clk,rst_n,
output reg [31:0] RD
);
reg [31:0] DATA_MEM [0:31];
integer i;
always @(posedge clk , negedge rst_n) begin
 if(rst_n==0)
begin
 for(i=0;i<(2**32);i=i+1)
begin
DATA_MEM[i]<=0;
end
end
else if (WE)
DATA_MEM[A]<= WD;
end
always @(*) begin
    RD=DATA_MEM[A];
end
endmodule
module PCJump (
    input [3:0] up,
    input [25:0] down,
    output [31:0] out
);
    wire [27:0] down_mod;
    assign down_mod = down << 2;
    assign out = {up,down_mod};
endmodule
module PC_FF (
    input [31:0] PC_next,
    input rst_n,clk,
    output reg [31:0] PC
);
always @(posedge clk ,negedge rst_n) begin
    if(!rst_n)
    PC <= 0;
    else
    PC<=PC_next;
end
endmodule
module Register_File(
input [4:0] A1,A2,A3,
input [31:0] WD3,
input WE3,clk,rst_n,
output reg [31:0] RD1,RD2
);
reg [31:0] Reg_MEM [0:31];
integer i;
always@(posedge clk , negedge rst_n)
begin
if(rst_n==0)
begin
 for(i=0;i<32;i=i+1)
begin
Reg_MEM[i]<=0;
end
end
else if (WE3)
    Reg_MEM [A3]<= WD3;
end
always @(*) begin
    RD1=Reg_MEM[A1];
    RD2=Reg_MEM[A2]; 
end
endmodule
module instruction_mem(
    input [31:0] Address,
    output [31:0] RD
);
wire [5:0] shifted_address;
assign shifted_address = Address [7:2];
wire [31:0] INS_MEM [0:44];
assign INS_MEM[0] = 32'b00100000000010000000000000010000;  
assign INS_MEM[1] = 32'b00100000000010010000000000001010;  
assign INS_MEM[2] = 32'b00000001000010011000000000100100;  
assign INS_MEM[3] = 32'b00000001000010011000000000100101;  
assign INS_MEM[4] = 32'b10101100000100000000000000000100;  
assign INS_MEM[5] = 32'b10101100000010000000000000001000;  
assign INS_MEM[6] = 32'b00000001000010011000100000100000;  
assign INS_MEM[7] = 32'b00000001000010011001000000100010;  
assign INS_MEM[8] = 32'b10001100000100010000000000000100;  
assign INS_MEM[9] = 32'b00100010001100100000000001001000;  
assign INS_MEM[10] = 32'b10001100000100110000000000001000;  
assign INS_MEM[11] = 32'b00000010001100111001000000100000;  
assign INS_MEM[12] = 32'b00000000000000001000100000100000 ; 
assign INS_MEM[13] = 32'b00000000000000001000000000100000 ; 
assign INS_MEM[14] = 32'b00100000000010000000000000001010;  
assign INS_MEM[15] = 32'b00010001000100000000000000000011;  
assign INS_MEM[16] = 32'b00000010001100001000100000100000 ; 
assign INS_MEM[17] = 32'b00100010000100000000000000000001 ; 
assign INS_MEM[18] = 32'b00001000000000000000000000001111 ;  
assign INS_MEM[19] = 32'b00001000000000000000000000000000;  
assign RD = INS_MEM [shifted_address];
endmodule
module main_decoder (
    input [5:0] Opcode,
    output reg MemtoReg,MemWrite,Branch,ALUSrc,RegDst,RegWrite,jump,
    output reg [1:0] ALUOp
);
always@(*)
begin
    RegWrite=0;
     RegDst=0;
     ALUSrc=0;
     Branch=0;
     MemWrite=0;
     MemtoReg=0;
     ALUOp=2'b00;
     jump=0;
case (Opcode)
   6'b0 :
   begin
     RegWrite=1;
     RegDst=1;
     ALUSrc=0;
     Branch=0;
     MemWrite=0;
     MemtoReg=0;
     ALUOp=2'b10;
   end 
   6'b100011 :
   begin
     RegWrite=1;
     RegDst=0;
     ALUSrc=1;
     Branch=0;
     MemWrite=0;
     MemtoReg=1;
     ALUOp=2'b00;
   end 
   6'b101011 :
   begin
     RegWrite=0;
     RegDst=0;
     ALUSrc=1;
     Branch=0;
     MemWrite=1;
     MemtoReg=0;
     ALUOp=2'b00;
   end 
   6'b000100:
   begin
     RegWrite=0;
     RegDst=0;
     ALUSrc=0;
     Branch=1;
     MemWrite=0;
     MemtoReg=0;
     ALUOp=2'b01;
   end 
   6'b001000 :
   begin
     RegWrite=1;
     RegDst=0;
     ALUSrc=1;
     Branch=0;
     MemWrite=0;
     MemtoReg=0;
     ALUOp=2'b00;
   end 
   6'b000010 :
   begin
     RegWrite=0;
     RegDst=0;
     ALUSrc=0;
     Branch=0;
     MemWrite=0;
     MemtoReg=0;
     ALUOp=2'b00;
     jump=1;
   end 
    default: 
     begin
     RegWrite=0;
     RegDst=0;
     ALUSrc=0;
     Branch=0;
     MemWrite=0;
     MemtoReg=0;
     ALUOp=2'b00;
     jump=0;
   end 
endcase
end
endmodule
module mux2to1
#(parameter  N = 32 )(
    input [N-1 : 0] A,B,
    input sel,
    output reg [N-1 :0] OUT
);
always @(*) begin
    if(sel)
    OUT=B;
    else
    OUT=A;
end
endmodule
module pcbranch(
    input [31:0] A,B,
    output reg [31:0] S
);
reg [31:0] Ax4;
always @(*) begin
    Ax4 = A<<2;
    S= Ax4+B;
end
endmodule
module pcplus4 (
    input [31:0] pc,
    output reg [31:0] pc_plus4
);
always @(*) begin
    pc_plus4= pc +4;
end
endmodule
module sign_extend (
  input [15:0] in,
  output [31:0] out  
);
assign out = {{16{in[15]}},in};
endmodule
module top_module (
    input clk,rst_n,
    output signed [31:0] result
);
wire [31:0] PC,instr,SRCA,SRCB,SRCB_reg,SignImm,ALUResult,ReadData,PC_next,PC_plus4,PC_Branch,PC_Jump,PC_notjump;
wire MemtoReg,MemWrite,Branch,ALUSrc,RegDst,RegWrite,zero;
wire [2:0] ALUControl;
wire [4:0] WriteReg;
instruction_mem u1 (PC,instr);
Contol_unit u2 (instr [31:26], instr [5:0] , MemtoReg,MemWrite,Branch,ALUSrc,RegDst,RegWrite,jump,ALUControl);
mux2to1 #(.N(5)) u3 (instr[20:16],instr[15:11],RegDst,WriteReg);
Register_File u4 (instr[25:21],instr[20:16],WriteReg,result,RegWrite,clk,rst_n,SRCA,SRCB_reg);
sign_extend u5 (instr[15:0],SignImm);
mux2to1 u6 (SRCB_reg,SignImm,ALUSrc,SRCB);
ALU u7 (SRCA,SRCB,ALUControl,zero,ALUResult);
Data_Memory u8 (ALUResult,SRCB_reg,MemWrite,clk,rst_n,ReadData);
mux2to1 u9 (ALUResult,ReadData,MemtoReg,result);
PC_FF u10 (PC_next,rst_n,clk,PC);
pcplus4 u11 (PC,PC_plus4);
pcbranch u12 (SignImm,PC_plus4,PC_Branch);
mux2to1 u13 (PC_plus4,PC_Branch,(zero & Branch),PC_notjump);
mux2to1 u14 (PC_notjump,PC_Jump,jump,PC_next);
PCJump u15 (PC_plus4[31:28],instr[25:0],PC_Jump);
endmodule
==> out/results.txt <==
Fin Hold WS: 377 ps
fraction of layout cells with a size suffix above 1: 14.2%
clock-pin transition on the worst setup and hold timing paths: 60 ps
number of buffers between clock root and the deepest sink: 3
status: complete, but fails checks
number of vias per cell: 6.50
Logic area: 18300 µm²
quantity of gates resized following cts: 0
cells taking the most area after synthesis: sky130_fd_sc_hd__edfxtp_1 53%, sky130_fd_sc_hd__dfrtp_1 13%, sky130_fd_sc_hd__a22oi_1 3.9%, sky130_fd_sc_hd__nand2_1 2.7%, sky130_fd_sc_hd__ha_1 2.3%
Std-Cell Rows: 138
final count of pins violating max slew: 2
total die size: 146000 µm²
startpoint class of the critical path: register
Worst path max stage delay: 790 ps
dominant logic cell type in the layout: sky130_fd_sc_hd__edfxtp_1
kind of path behind the tightest hold check: reg2reg
post-detail-place hpwl: 148 mm
total wire length: 234 mm
global placer's final weighted congestion: 1.02
share of the yosys chip area belonging to registers: 66.1%
pin count of the biggest net entering global routing: 77
Overall Global Routing Usage: 34.3%
capture point of the worst reg-to-reg path: u4.Reg_MEM[17][20]$_DFFE_PN0P_
type of the setup path with the least slack: reg2out
post-synthesis chip area from yosys: 57700 µm²
top-level port count: 34
Worst Hold Depth: 0
final setup TNS: 0 ps
standard cell with the maximum stage delay on the critical path: sky130_fd_sc_hd__nor4_1
largest combinational cell category by area: AND-OR/OR-AND gates
Synth Area in Compound Gates: 16.4%
count of cell types in the netlist: 98
slew margin rel.: -1.91%
cell count listed in synth_stat.txt: 4540
setup repair after global routing missed its margin: no
area share of xor/xnor cells in the synthesized design: 0.577%
Post-Syn Area per Cell: 12.7 µm²
violations in the final reports: capacitance limit, slew limit
Static Leakage: 24.2 nW
die height: 382 µm
violation tally from detailed-route iteration zero: 3926
fin crit period: 16690 ps
cell chosen for the clock root: sky130_fd_sc_hd__clkbuf_16
share of the clock period used by the worst path: 80.6%
post-route antenna net violation count: 0
cts hold-fix bufs: 0
most common flop cell mapped by yosys: sky130_fd_sc_hd__edfxtp_1
hold path endpoint: u4.Reg_MEM[24][8]$_DFFE_PN0P_
number of OpenROAD warnings: 92
Clk Latency, worst-skew pair: 800 ps
core area: 142000 µm²
Cell Pwr Density: 80.0 nW/µm²
final-report setup violation count: 0
global-route wire length before repair: 327 mm
adder-cell area share of the yosys netlist: 2.36%
Worst setup EP type: primary output
number of global-route vias before repair: 43000
critical hold path startpoint: u4.Reg_MEM[24][8]$_DFFE_PN0P_
multiplexer area fraction after synthesis: 2.19%
Residual DRC: 0
buffers added on ports: 33
CP dominant cell by count: sky130_fd_sc_hd__buf_4
sink count of the clock tree: 1318
Top cell area share: 53.3%
flop2flop setup slack: 9130 ps
Max rail drop VDD: 61.8 µV
level count of the clock H-tree: 4
worst reg2reg startpoint: u10.PC[3]$_DFF_PN0_
number of synthesized flops with an enable pin: 1024
router iterations before antenna repair: 6
Remaining Overflow, GRT: 0
number of vias after detailed routing: 42800
Final Hold Violation Tally: 0
achievable clock frequency: 59.9 MHz
ys async rst share: 22.3%
area grow syn2layout: 14.4%
fillcell total: 12300
critical path peak fanout: 33
final setup skew: 34.0 ps
Synth area leader: sky130_fd_sc_hd__edfxtp_1
transition at the pin with the smallest max-transition slack: 1510 ps
register area: 38100 µm²
cts bufs inserted: 136
number of cells on the worst reg-to-reg path: 35
Starting Density: 40.5%
Crit path arrival time: 12550 ps
tally of yosys warning messages: 814
initial antenna violation count: 17
TritonCTS clock tree: done
horizontal die dimension: 382 µm
gate count after technology mapping: 4540
critical path required time: 16560 ps
max-cap violation count: 1
most used cells in the layout excluding fill and tap cells: 1024 x sky130_fd_sc_hd__edfxtp_1, 417 x sky130_fd_sc_hd__nand2_1, 303 x sky130_fd_sc_hd__a22oi_1
number of storage elements in the synthesis netlist: 1318
per-cell routed wire length: 35.6 µm
area fraction in and, or, nand and nor cells: 8.89%
Cell Area, Synth: 57700 µm²
setup repair bufs after CTS: 0
[per-layer routing]
metal  vias up  part of all wire [%]  global-route usage (%)
met5         -                  0.69                    9.49
met4        52                   6.0                    15.0
met3       803                    19                    27.1
met2      3656                    42                    46.3
met1     20700                    32                    39.7
li1      17600                     -                       -
[sequential cells by signal, indices dropped and copies added, names as in the netlist]
signal / cells
u8.DATA_MEM: 1024
u4.Reg_MEM: 288
u10.PC: 6
[area by class of cell]
class	count	share of cell area (%)
flip-flops and latches	1318	57.8
multi-input cells	2709	27.8
clock buffers	188	5.64
well taps	1890	3.58
repair buffers	296	3.50
clock inverters	57	0.982
inverters	124	0.705
diodes	7	0.0265
[worst max path at each step]
| stage | depth (start not counted) | slack (ps) | to | startpoint |
|---|---|---|---|---|
| 4_1_cts | 36 | 4550 | result[24] | u10.PC[3]$_DFF_PN0_ |
| 5_1_grt | 31 | 3760 | result[2] | u10.PC[3]$_DFF_PN0_ |
| 6_report | 31 | 4010 | result[2] | u10.PC[3]$_DFF_PN0_ |
[critical path: cells and delay by family, from the launching register on]
| family | cells | cell delay (ps) |
|---|---|---|
| adder cells (fa/ha/maj) | 2 | 1030 |
| buffers and inverters | 8 | 2740 |
| AND-OR/OR-AND | 11 | 3370 |
| flip-flops | 1 | 420 |
| AND/OR/NAND/NOR | 10 | 4090 |
[cell families after synthesis]
group | after synthesis
buffers and inverters | 513
AND-OR/OR-AND | 1329
flip-flops | 1318
adder cells (fa/ha/maj) | 107
AND/OR/NAND/NOR | 1117
XOR/XNOR | 38
multiplexers | 118
[synth_stat cells (all sizes together), types with 33 or more instances]
cell and instances:
nand4 42, xnor2 33, a21oi 218, nor3 79, mux2 66, nor2 297
a221o 47, o2111ai 40, nand3 112, a22oi 303, ha 104, a31oi 49
mux2i 52, a221oi 63, nand2 425, o21ai 230, a22o 56, buf 103
clkbuf 286, o22ai 40, edfxtp 1024, inv 124, dfrtp 294
[metrics by stage]
stage	power (mW)	setup slack [ps]	util, %	area (µm²)	instances
finish	5.28	4010	46.4	66000	6589
global placement	2.89	5530	43.3	61600	6337
CTS	5.29	4550	46.4	66000	6582
floorplan	2.87	8830	-	57700	4540
detailed placement	2.89	5440	43.3	61600	6337
global route	5.38	3760	46.4	66000	6585
[where the power goes]
| group | internal, mW | switching (mW) |
|---|---|---|
| logic | 0.000873 | 0.0118 |
| registers | 2.82 | 0 |
| clock network | 1.38 | 1.06 |
| total | 4.21 | 1.07 |
No activity file was given, so power comes from the tool's default toggle rates.
